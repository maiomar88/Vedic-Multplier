[run.sh]
#!/bin/bash
# OpenROAD 26Q1-2900-gdf79404cd8, Yosys 0.63+post, stock flow scripts
make -C /OpenROAD-flow-scripts/flow DESIGN_CONFIG=/design/flow/config.mk WORK_HOME=/design/flow/orfs finish
[config.mk]
export PLATFORM = sky130hd
export DESIGN_NAME = Vedic
export DESIGN_NICKNAME = Vedic
export VERILOG_FILES = /design/flow/design.v
export SDC_FILE = /design/flow/constraint.sdc
export NUM_CORES = 4
export LEC_CHECK = 1
export CORE_UTILIZATION = 30
[constraint.sdc]
current_design Vedic

set clk_period 24.9
set clk_io_pct 0.2

create_clock -name clk0 -period $clk_period [get_ports {clk}]

set non_clock_inputs [all_inputs -no_clocks]
set_input_delay [expr $clk_period * $clk_io_pct] -clock clk0 $non_clock_inputs
set_output_delay [expr $clk_period * $clk_io_pct] -clock clk0 [all_outputs]
[design.v]
module HA(
input IN1,
input IN2,
output cout,
output sum    
               );
assign sum = IN1^IN2;
assign cout= IN1&IN2;
endmodule
module N_bit_adder_no_carry (IN1,IN2,S);
	parameter N = 4;
	input [N-1:0] IN1,IN2;
	output [N-1:0] S;
	assign S = IN1 + IN2;
endmodule
module Vedic(
input                clk,
input                rst,
input         [31:0] A_5,
input         [31:0] B_5,
output  reg [63:0] Q_REG
);
wire [63:0]  Q;
reg  [31:0] A_5_reg;
reg  [31:0] B_5_reg;
always@(posedge clk or negedge rst)
begin
      if(~rst)
	  begin
        Q_REG   <=0;
		A_5_reg <=0;
		B_5_reg <=0;
  end
		else
begin
		  Q_REG <=Q;
		A_5_reg <=A_5;
		B_5_reg <=B_5;
		end
end
wire  [31:0]      WM1;
wire  [31:0]      WM2;
wire  [31:0]      WM3;
wire  [31:0]      WM4;
Vedic16x16_Top M1                  (.A_4(A_5_reg[15:0]),.B_4(B_5_reg[15:0]),.Q(WM1));
Vedic16x16_Top M2                  (.A_4(A_5_reg[31:16]),.B_4(B_5_reg[15:0]),.Q(WM2));
Vedic16x16_Top M3                  (.A_4(A_5_reg[15:0]),.B_4(B_5_reg[31:16]),.Q(WM3));
Vedic16x16_Top M4                  (.A_4(A_5_reg[31:16]),.B_4(B_5_reg[31:16]),.Q(WM4));
vedic_adder #(.MUL_Size(32))  VA     (.q0(WM1),.q1(WM2),.q2(WM3),.q3(WM4),.Q(Q));
endmodule
module Vedic_2bit_Mul(
input            [1:0]A,
input            [1:0]B,
output           [3:0]Res
                     );
wire [2:0] And_out;
wire        c_ha_1;
assign Res[0]        = A[0]&B[0];
assign And_out[0]    = A[0]&B[1];
assign And_out[1]    = A[1]&B[0];
HA ha_1(.sum(Res[1]),.cout(c_ha_1),.IN1(And_out[0]),.IN2(And_out[1]));
assign And_out[2]    = A[1]&B[1];
HA ha_2(.sum(Res[2]),.cout(Res[3]),.IN1(c_ha_1),.IN2(And_out[2]));
endmodule
module Vedic16x16_Top(
input         [15:0] A_4,
input         [15:0] B_4,
output        [31:0] Q
);
wire  [15:0]      WM1;
wire  [15:0]      WM2;
wire  [15:0]      WM3;
wire  [15:0]      WM4;
Vedic8x8_Top M1                  (.A_3(A_4[7:0]),.B_3(B_4[7:0]),.Q(WM1));
Vedic8x8_Top M2                  (.A_3(A_4[15:8]),.B_3(B_4[7:0]),.Q(WM2));
Vedic8x8_Top M3                  (.A_3(A_4[7:0]),.B_3(B_4[15:8]),.Q(WM3));
Vedic8x8_Top M4                  (.A_3(A_4[15:8]),.B_3(B_4[15:8]),.Q(WM4));
vedic_adder #(.MUL_Size(16))  VA     (.q0(WM1),.q1(WM2),.q2(WM3),.q3(WM4),.Q(Q));
endmodule
module Vedic4x4_Top(
input         [3:0] A_2,
input         [3:0] B_2,
output        [7:0] Q
);
wire  [3:0]      WM1;
wire  [3:0]      WM2;
wire  [3:0]      WM3;
wire  [3:0]      WM4;
Vedic_2bit_Mul M1                  (.A(A_2[1:0]),.B(B_2[1:0]),.Res(WM1));
Vedic_2bit_Mul M2                  (.A(A_2[3:2]),.B(B_2[1:0]),.Res(WM2));
Vedic_2bit_Mul M3                  (.A(A_2[1:0]),.B(B_2[3:2]),.Res(WM3));
Vedic_2bit_Mul M4                  (.A(A_2[3:2]),.B(B_2[3:2]),.Res(WM4));
vedic_adder #(.MUL_Size(4))  VA     (.q0(WM1),.q1(WM2),.q2(WM3),.q3(WM4),.Q(Q));
endmodule
module Vedic8x8_Top(
input         [7:0] A_3,
input         [7:0] B_3,
output        [15:0] Q
);
wire  [7:0]      WM1;
wire  [7:0]      WM2;
wire  [7:0]      WM3;
wire  [7:0]      WM4;
Vedic4x4_Top M1                  (.A_2(A_3[3:0]),.B_2(B_3[3:0]),.Q(WM1));
Vedic4x4_Top M2                  (.A_2(A_3[7:4]),.B_2(B_3[3:0]),.Q(WM2));
Vedic4x4_Top M3                  (.A_2(A_3[3:0]),.B_2(B_3[7:4]),.Q(WM3));
Vedic4x4_Top M4                  (.A_2(A_3[7:4]),.B_2(B_3[7:4]),.Q(WM4));
vedic_adder #(.MUL_Size(8))  VA     (.q0(WM1),.q1(WM2),.q2(WM3),.q3(WM4),.Q(Q));
endmodule
module vedic_adder (q0,q1,q2,q3,Q);
	parameter MUL_Size 			=  4; 						 
	parameter Small_Adder_Size  =  MUL_Size;				 
	parameter Big_Adder_Size 	=  MUL_Size + MUL_Size/2;    
	parameter Added_Zeros 		=  MUL_Size/2;
	parameter Mul_Output_Size   =  2*MUL_Size;
	input  [MUL_Size-1:0] 		   q0,q1,q2,q3;
	output [Mul_Output_Size-1:0]   Q;
	wire [Small_Adder_Size-1:0]   Small_Adder_Sum;
	wire [Big_Adder_Size-1:0]     Big_Adder_Sum;
	N_bit_adder_no_carry #(.N(Small_Adder_Size)) FBA (.IN1({{Added_Zeros{1'b0}},q0[MUL_Size-1:Added_Zeros]}),.IN2(q1),.S(Small_Adder_Sum));
	N_bit_adder_no_carry #(.N(Big_Adder_Size))   SBA_0 (.IN1({{Added_Zeros{1'b0}},q2}),.IN2({q3,{Added_Zeros{1'b0}}}),.S(Big_Adder_Sum));
	N_bit_adder_no_carry #(.N(Big_Adder_Size))   SBA_1 (.IN1({{Added_Zeros{1'b0}},Small_Adder_Sum}),.IN2(Big_Adder_Sum),.S(Q[Mul_Output_Size-1:Added_Zeros]));
	assign Q[Added_Zeros-1:0] = q0[Added_Zeros-1:0];
endmodule
==> out/qor.txt <==
Placer Congestion = 0.921
worst setup skew after layout = 0.0354 ns
nature of the critical path startpoint = flip-flop
placeable core region = 0.182 sq mm
Die ar. = 0.185 sq mm
number of standard cells in the layout, taps in and fillers out = 8642
biggest cell delay along the critical path = 0.71 ns
pin count of the biggest net entering global routing = 40
GR Overflow Total = 0
worst reg2reg path endpoint = Q_REG[53]
area growth from synthesis to layout = 8.50%
most frequently placed logic cell in the final layout = ha_1
placed wire-length estimate = 116000 microns
violation count after the first detailed-routing iteration = 1412
fraction of final layout cells with drive strength greater than 1 = 2.03%
count of library flops with an enable pin = 0
count of buffers added by post-CTS timing repair for setup = 0
class of the worst hold path = flip-flop to flip-flop
residual DRC count = 0
max FFs per register = 64
flops & latches, synth = 128
Worst Hold Margin = 0.861 ns
reg-to-reg setup timing slack = 9.37 ns
Yosys warning total = 1
number of H-tree branching levels = 4
Final setup viols = 0
Critical Path AT = 15.94 ns
total detailed-routing wirelength = 143000 microns
critical path peak fanout = 32
max_slew headroom = 47.3%
clock sink count = 128
final hold violation count = 0
final worst path period share = 62.4%
Total Negative Setup Slacks = 0 ns
Antenna Nets Post-Route = 0
GRT Overall Usage = 16.2%
tally of OpenROAD warnings = 25
Post-Place Cells = 8601
critical path endpoint category = flip-flop
Mapped Area = 0.0551 sq mm
Initial DRT Pass Iterations = 5
Clock Path Buffers = 2
drt via density = 4.65
slowest stage cell, crit path = nor4b_1
launch point of the critical path = B_5_reg[0]
ys async rst share = 100%
R2R depth = 63
post-synthesis instance total = 6224
die height = 431 microns
number of global-route vias before repair = 40.3k
Yosys Instances = 6224
Port Buf Inserts = 129
wire length of the first global-routing pass = 226000 microns
CTS Buf Count = 17
critical register-to-register path startpoint = B_5_reg[0]
share of synthesized area occupied by flip-flops and latches = 5.81%
I/O pin count = 130
TritonCTS clock tree = yes
cell resize tally after clock tree synthesis = 0
area figure in the yosys stat output = 0.0551 sq mm
count of distinct cell types in the synthesized netlist = 74
Fmax achieved = 64.4 MHz
most used flip-flop cell after synthesis = dfrtp_1
Setup Crit Path Kind = flip-flop to flip-flop
total of fill cells in the finished design = 18.4k
end point of the critical path = Q_REG[53]
clock latency on the worst-skew pair = 0.55 ns
chip width = 431 microns
number of pins exceeding their max-slew limit in the final report = 0
routed wire length per instance = 16.5 microns
# Max-Cap Violations = 0
clock transition at the registers of the reported paths = 0.08 ns
Synth Area per Inst = 8.85 sq um
antenna violations before repair = 16
num rows = 156
minimum clock period after layout = 15.53 ns
Top cells excl fill/tap = ha_1 (1472), and2_1 (978), inv_1 (723)
worst slew pin tran = 0.771 ns
hold buffer count at CTS = 0
core utilization at floorplan = 30.4%
run status = completed
WHS Path Cells = 2
required time of the worst setup path = 25.31 ns
vias = 40.2k
clock root buffer master = clkbuf_16
unrepaired setup endpoints after global routing = false
-- metal layers --
layer,global-route usage (%),wire (microns),up-vias
met1,21.2,63400,18733
met4,4.33,4920,12
met5,0,70,-
li1,-,-,20802
met3,3.68,7710,135
met2,26.9,66600,545
-- cells by family after synthesis --
logic type	after synthesis	share of synthesized area, %
flops	128	5.81
mux	2	0.0363
fa+ha+maj	1882	48.3
compound gates	976	11.4
simple gates	1569	16.3
xor+xnor	745	11.9
buf+inv	922	6.28
-- critical path: cells and delay by family, from the launching register on --
kind / cells / cell delay, ns
AOI/OAI and AO/OA: 20 / 3.71
xor gates and xnor gates: 8 / 1.44
adders and majority gates: 15 / 5.78
buffers and inverters: 5 / 0.52
DFF: 1 / 0.36
and+or+nand+nor: 15 / 3.53
-- synthesized netlist by cell type (4+ instances only) --
| master | count | area, sq um |
|---|---|---|
| o21bai_1 | 57 | 428 |
| ha_1 | 1472 | 18400 |
| o211ai_1 | 10 | 75.1 |
| and2_1 | 978 | 6120 |
| a211oi_1 | 19 | 143 |
| and3_1 | 12 | 75.1 |
| nand2b_1 | 23 | 144 |
| or2_2 | 4 | 25.0 |
| a311oi_1 | 5 | 43.8 |
| inv_1 | 723 | 2710 |
| and4_1 | 6 | 52.6 |
| o31ai_1 | 11 | 82.6 |
| clkbuf_1 | 199 | 747 |
| a21o_1 | 310 | 2330 |
| xor2_1 | 188 | 1650 |
| nor3b_1 | 8 | 60.1 |
| a31o_2 | 4 | 35.0 |
| o21ai_1 | 11 | 55.1 |
| nor4_1 | 4 | 25.0 |
| dfrtp_1 | 128 | 3200 |
| nand3b_1 | 7 | 52.6 |
| o2111ai_1 | 5 | 43.8 |
| nand4_1 | 10 | 62.6 |
| or3_1 | 16 | 100 |
| nand3_1 | 50 | 250 |
| a21oi_1 | 347 | 1740 |
| fa_1 | 410 | 8210 |
| nor2_1 | 143 | 537 |
| a21boi_0 | 12 | 90.1 |
| nand2_1 | 196 | 736 |
| a31oi_1 | 13 | 81.3 |
| and3b_1 | 4 | 35.0 |
| nor3_1 | 47 | 235 |
| o31a_1 | 6 | 52.6 |
| o21a_1 | 34 | 255 |
| nor4b_1 | 4 | 35.0 |
| a2111oi_0 | 4 | 35.0 |
| o21ai_0 | 89 | 445 |
| nor2b_1 | 42 | 263 |
| a41oi_1 | 6 | 52.6 |
| xnor2_1 | 556 | 4870 |
-- per-stage QoR --
step	utilization (%)	cell area, sq um	setup slack (ns)
final	32.9	59800	9.37
after global routing	32.9	59800	8.25
after CTS	32.9	59800	9.54
after detailed placement	32.6	59200	9.62
after global placement	32.6	59200	9.64
after floorplan	-	55100	11.30
-- how the worst min path moves through the flow --
stage | startpoint | endpoint | slack [ns]
after CTS | A_5_reg[0] | Q_REG[0] | 0.92
after global routing | B_5_reg[2] | Q_REG[2] | 0.90
final | B_5_reg[2] | Q_REG[2] | 0.86
-- cell type report --
cell class / count / area, sq um / area share (%)
diodes: 10 / 25.0 / 0.0419
flip-flops and latches: 128 / 3200 / 5.36
multi-input cells: 5174 / 48400 / 81.0
inverters: 723 / 2710 / 4.54
repair buffers: 206 / 1870 / 3.13
clock buffers: 18 / 439 / 0.735
well taps: 2370 / 2970 / 4.96
clock inverters: 13 / 129 / 0.216
